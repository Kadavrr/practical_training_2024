==> /design/flow/design.v <==
module crossbar #(
    parameter int DATA_W = 16,
    parameter int N = 7,
    parameter int M = 6,
    parameter int ID_W = $clog2(N)
) (
    input logic[N-1:0] ireq,
    input logic[DATA_W-1:0] idata[N],
    output logic[M-1:0] oreq,
    output logic[DATA_W-1:0] odata[M],
    output logic[ID_W-1:0] oid[N]
    );
    typedef logic[ID_W-1:0] oid_u_t; 
    if (N < M) $fatal("Error. Incorrect number of inputs or outputs");
    logic[ID_W-1:0] ireq_cnt;
    always_comb begin
        ireq_cnt = '0;
        oreq = '0;
        for (int j = 0; j < M; j++)
            odata[j] = 'x;
        for (int i = 0; i < N; i++) begin
            oid[i] = 'x;
            if (ireq_cnt < M) begin
                oid[i] = oid_u_t'(ireq_cnt);
                odata[ireq_cnt] = idata[i];
                oreq[ireq_cnt] = 1'b1;
            end
            if (ireq[i])
                ireq_cnt++;
        end
   end
endmodule : crossbar
==> /design/flow/run.sh <==
#!/bin/bash
# OpenROAD 26Q1-2900-gdf79404cd8, Yosys 0.63+post, stock flow scripts
make -C /OpenROAD-flow-scripts/flow DESIGN_CONFIG=/design/flow/config.mk WORK_HOME=/design/flow/orfs finish
==> /design/flow/config.mk <==
export PLATFORM = sky130hd
export DESIGN_NAME = crossbar
export DESIGN_NICKNAME = crossbar
export VERILOG_FILES = /design/flow/design.v
export SDC_FILE = /design/flow/constraint.sdc
export NUM_CORES = 4
export LEC_CHECK = 1
export CORE_UTILIZATION = 30
export SYNTH_HDL_FRONTEND = slang
==> /design/flow/constraint.sdc <==
current_design crossbar

set clk_period 15.7
set clk_io_pct 0.2

create_clock -name clk0 -period $clk_period

set non_clock_inputs [all_inputs -no_clocks]
set_input_delay [expr $clk_period * $clk_io_pct] -clock clk0 $non_clock_inputs
set_output_delay [expr $clk_period * $clk_io_pct] -clock clk0 [all_outputs]
==> results.cfg <==
; flow metrics
[run_status]
outcome = complete, no violations

[final_timing]
layout_worst_path_cycle_share_pct = 75.4
final.min_clock_period_ns = 11.83
unrepaired_setup_endpoints_after_global_routing = false
final.hold.worst_slack_ns = 7.36
max_freq_ghz = 0.0845
tightestPinTransition_ns = 0.861
drv_slew = 0
max_slew_margin_pct = 42.6
fin_tns_setup_ns = 0
setup_violations = 0
finalHoldViolCount = 0

[route]
drt-total-wl_um = 27600
route.detailed.drc = 0
final_antenna_net_count = 0
routedWlPerCell_um = 22.6
vias_per_cell = 6.03
firstDrtPassIters = 6
vias = 7348
antennaDiodeCount = 0
dr.first_iter.drc_count = 578

[setup_path]
cp_max_fo = 23
slowest_stage = ha_1
crit_path_frequent_cell = ha_1
critPathRequiredTime_ns = 12.56
crit_type = in2out
cp_top_family = adder cells
path_cells = clkdlybuf4s50_1 > buf_4 > ha_1 > nor2_1 > a21oi_1 > ha_1 > nand2b_1 > o31ai_1 > inv_1 > ha_1 > nand2_1 > o21ai_0 > ha_1 > a21oi_1 > nor2_2 > nand3_1 > a2bb2oi_1 > clkdlybuf4s50_1
critical_path_endpoint_category = output port
critPathLaunchType = input port
critical_path_arrival_ns = 8.69
critPathMaxStageDelay_ns = 0.72
critical_path_buf_inv_count = 4

[logic_synthesis]
ys_cells = 825
aoi_share_pct = 49.8
synthesis.area_per_instance_um2 = 5.94
ys_sh_mux_pct = 6.54
netlist-cell-type-count = 52
chip_area_in_the_yosys_report_um2 = 4900
synth_cells = 825
synthXorXnorAreaFrac_pct = 2.15
synth-simple-area-share_pct = 29.1
synth_seq_share_pct = 0
adder_share_pct = 2.20
top_logic_kind = AND-OR/OR-AND gates
synth.yosys.warnings = 0
syn-cell-area_um2 = 4900

[flow_run]
number_of_maximum_capacitance_violations = 0
log.warning_count = 36

[global_routing]
grt_util_all_layers_pct = 32.5
pin_count_of_the_biggest_net_entering_global_routing = 40
gr-total-overflow = 0
antenna_found_initial = 0
first_pass_grt_wire_length_um = 40800
grt_pass1_vias = 6920

[cells_and_area]
n_clock_buffer = 0
post_route_cells_drive_above_1_share_pct = 5.48
layout-area-overhead-vs-synth_pct = 50.9
sequential_cell_area_um2 = 0
seq_cell_count = 0

[min_path]
holdPathEnd = oid[15]
timing.hold.worst.start = ireq[0]
min_delay_path_depth = 3
hp-class = in2out

[power]
pwr_density_cell_nw_per_um2 = 85.6
static-leakage-power_nw = 2.72
totalPowerFinal_mw = 0.633
vdd_ir_drop_max_uv = 47.3

[die]
initCoreUtil_pct = 30.7
pin_count = 242
placementRows = 46
placeableCoreArea_um2 = 15900
die_h_um = 130
dieArea_um2 = 16800
fp.dieW_um = 130

[placed_design]
port_buffers = 234
dp.final_hpwl_um = 21400
place.gp.congestion = 0.962

[clock_network]
holdBufCountCts = 0
cts_resized = 0
post_cts.repair.setup_buffers = 0
[through the flow]
step / setup WS [ns] / cell area (um^2) / util [%] / cells
2_1_floorplan: 5.90 / 4920 / - / 830
3_3_place_gp: 3.92 / 7400 / 46.4 / 1219
3_5_place_dp: 3.94 / 7400 / 46.4 / 1219
4_1_cts: 3.91 / 7400 / 46.4 / 1219
5_1_grt: 3.47 / 7400 / 46.4 / 1219
6_report: 3.87 / 7400 / 46.4 / 1219
[layer usage]
layer / up-vias / GRT usage [%] / wire (um)
met5: - / 0 / 0
met4: 0 / 14.1 / 1440
met3: 77 / 3.76 / 2140
met2: 407 / 57.0 / 13200
met1: 3400 / 40.2 / 10800
li1: 3464 / - / -
[cell usage after synthesis, types with 7 or more instances]
cell type,instances,area [um^2]
nand3_1,35,175
ha_1,7,87.6
buf_2,10,50.1
o211ai_1,20,150
mux2i_1,32,320
nand2_1,92,345
a2bb2oi_1,16,140
a311o_1,16,160
o21ai_0,64,320
buf_4,9,67.6
clkbuf_1,70,263
a211oi_1,48,360
a22oi_1,15,113
o2bb2ai_1,48,420
a311oi_1,18,158
a211o_1,17,149
inv_1,24,90.1
a21oi_1,40,200
a31oi_1,32,200
nor2_1,124,465
and3_1,19,119
[how the worst max path moves through the flow]
stage	endpoint	start	slack [ns]	cells past startpoint
6_report	odata[61]	ireq[0]	3.87	18
5_1_grt	odata[61]	ireq[0]	3.47	18
4_1_cts	odata[61]	ireq[0]	3.91	18
[worst min-delay path: stages]
cell and delay [ns]:
clkdlybuf4s50_1 0.40, buf_4 0.24, clkdlybuf4s50_1 0.44
[kinds of logic (layout without fill, tap and decap cells)]
family,Yosys count,count (layout)
buffers and inverters,119,292
AND-OR/OR-AND,344,344
AND/OR/NAND/NOR,314,314
adder cells (fa/ha/maj),8,8
multiplexers,32,32
other,2,7
XOR/XNOR,6,6
[power by group]
part           switching (mW)  internal, mW
combinational           0.303         0.330
sequential                  0             0
clock                       0             0
total                   0.303         0.330
[layout make-up]
| type | instances | area (um^2) |
|---|---|---|
| multi-input cells | 711 | 4450 |
| well taps | 216 | 270 |
| inverters | 28 | 106 |
| repair buffers | 264 | 2570 |
| fillers | 1646 | 8550 |
[layout by cell type (no fill, tap or decap), types with 4 or more instances in the layout]
master	n
a211o_1	17
a211oi_1	48
a21oi_1	37
a22oi_1	15
a2bb2oi_1	16
a311o_1	16
a311oi_1	18
a31oi_1	32
and3_1	19
buf_4	30
clkdlybuf4s50_1	234
conb_1	7
ha_1	7
inv_1	24
mux2i_1	32
nand2_1	92
nand2b_1	6
nand3_1	35
nand3b_1	4
nor2_1	124
nor2b_1	5
o211ai_1	20
o21ai_0	64
o2bb2ai_1	48
or3_1	5
or4_1	4
Power figures rest on the tool's default switching activity, not on a simulated workload.
