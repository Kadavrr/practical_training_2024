$ cat design/flow/design.v
module ram_1rw #(
    parameter int DATA_W = 16,
    parameter int DEPTH = 16,
    parameter int ADDR_W = $clog2(DEPTH),
    parameter bit SYNC_READ = 1'b1
) (
    input logic clk,
    input logic we,
    input logic[ADDR_W-1:0] addr,
    input logic[DATA_W-1:0] w_data,
    output logic[DATA_W-1:0] r_data
    );
    logic[DATA_W-1:0] mem[DEPTH-1:0];
    always_ff @(posedge clk) begin
            if (we)
                mem[addr] <= w_data;
    end
    if (SYNC_READ) begin 
        always_ff @(posedge clk) begin
            if (~we)
                r_data <= mem[addr];
        end
    end 
    else begin
        assign r_data = mem[addr];
    end
endmodule: ram_1rw
$ cat design/flow/run.sh
#!/bin/bash
# OpenROAD 26Q1-2900-gdf79404cd8, Yosys 0.63+post, stock flow scripts
make -C /OpenROAD-flow-scripts/flow DESIGN_CONFIG=/design/flow/config.mk WORK_HOME=/design/flow/orfs finish
$ cat design/flow/config.mk
export PLATFORM = sky130hd
export DESIGN_NAME = ram_1rw
export DESIGN_NICKNAME = ram_1rw
export VERILOG_FILES = /design/flow/design.v
export SDC_FILE = /design/flow/constraint.sdc
export NUM_CORES = 4
export LEC_CHECK = 1
export CORE_UTILIZATION = 30
export SYNTH_HDL_FRONTEND = slang
$ cat design/flow/constraint.sdc
current_design ram_1rw

set clk_period 3.0
set clk_io_pct 0.2

create_clock -name clk0 -period $clk_period [get_ports {clk}]

set non_clock_inputs [all_inputs -no_clocks]
set_input_delay [expr $clk_period * $clk_io_pct] -clock clk0 $non_clock_inputs
set_output_delay [expr $clk_period * $clk_io_pct] -clock clk0 [all_outputs]
==> metrics.log <==
[metrics] run summary
[metrics] ranking of synthesized cells by instance count: sky130_fd_sc_hd__edfxtp_1 (272), sky130_fd_sc_hd__mux4_2 (51), sky130_fd_sc_hd__a22oi_1 (32), sky130_fd_sc_hd__nand2_1 (17), sky130_fd_sc_hd__clkbuf_1 (14)
[metrics] final worst path period need: 2129 ps
[metrics] number of max-cap violations: 0
[metrics] Worst EP arrival: 2400 ps
[metrics] Worst Setup SP: addr[0]
[metrics] aggregate global routing overflow: 0
[metrics] number of logged tool warnings: 25
[metrics] CTS tree: yes
[metrics] Core Util at FP: 30.50%
[metrics] RSZ-0062 raised after global routing: false
[metrics] proportion of total power due to net switching: ~20%
[metrics] buffer levels on the longest clock path: 3
[metrics] clock skew after layout: ~24 ps
[metrics] die width: 186.9 um
[metrics] total DRC errors in the routed layout: 0
[metrics] largest voltage drop on the vdd net: 0.0004127 V
[metrics] crit path max fanout: 40
[metrics] HPWL after detailed placement: approximately 13000 um
[metrics] cell type with the largest total area after synthesis: sky130_fd_sc_hd__edfxtp_1
[metrics] Critical Path Sink Type: flop
[metrics] switching power: around 1.6 mW
[metrics] total track usage: 13.24%
[metrics] routed via count divided by cell count: 4.760
[metrics] via count of the first global-routing pass: 5227
[metrics] clock sink total: 272
[metrics] area fraction of the dominant cell type after synthesis: approximately four fifths
[metrics] clk slew on worst S/H paths: 60 ps
[metrics] power share of the clock group: 42.1%
[metrics] Netlist cell types: 19
[metrics] max_slew headroom: 47.82%
[metrics] mean instance size in the synthesized netlist: 23.57 um^2
[metrics] DIE AREA: 34920 um^2
[metrics] first-pass GRT wire length: around 32000 um
[metrics] end-of-flow core utilization: 36.80%
[metrics] proportion of layout cells with a drive suffix above 1: 27.49%
[metrics] Hold Path Origin: mem[12][6]
[metrics] length of the first detailed-routing pass in iterations: 4
[metrics] share of power burned in combinational logic: 5.0%
[metrics] tally of filler cells in the layout: 2969
[metrics] remaining antenna violation count after routing: 0
[metrics] area growth from synthesis to layout: 20.67%
[metrics] Setup crit start kind: primary input
[metrics] cts hold-fix bufs: 0
[metrics] H-tree levels: 1
[metrics] number of gates given a new drive strength after cts: 0
[metrics] final routed wire length divided by cell count: 21.36 um
[metrics] leakage power of the design: slightly below 4 nW
[metrics] Worst R2R Start: mem[1][10]
[metrics] kind of critical path: primary input to flop
[metrics] boundary pin count: 38
[metrics] path type of the worst min-delay path: flop to flop
[metrics] Yosys Warn Count: 0
[metrics] Post-synth seq share: 79.67%
[metrics] vias post-DR: between 4000 and 5000
[metrics] Tcrit/Tclk final: 70.96%
[metrics] area of the core: 33620 um^2
[metrics] yosys stat cell total: around 440
[metrics] # Post-CTS Setup Buffers: 0
[metrics] area occupied by multi-input gates: 1971 um^2
[metrics] Max Fclk: around 470 MHz
[metrics] Die Y-Extent: 186.9 um
[metrics] GPL Wtd Cong: between 0.7 and 0.8
[metrics] register bit count reported by yosys: roughly 270
[metrics] worst skew pair latency: 540 ps
[metrics] max-slew violations: 0
[metrics] async set-reset flop share out of synthesis: 0%
[metrics] power density over cell area: 658.1 nW/um^2
[metrics] diode insertion count for antenna repair: 0
[metrics] part of the power in registers: a little over half
[metrics] number of flops mapped to enable cells by yosys: 272
[metrics] sum of routed wire length over all layers: 21150 um
[metrics] final count of hold timing violations: 0
[metrics] setup TNS after final layout: 0 ps
[metrics] number of instances in the synthesized netlist: 435
[metrics] register cell area after layout: 8168 um^2
[metrics] CTS Buf Count: 28
[metrics] DR iter-0 viols: between 400 and 500
[metrics] clock root buffer master: sky130_fd_sc_hd__clkbuf_16
[metrics] number of rows in the core area: 67
[metrics] most area-consuming cells after synthesis: sky130_fd_sc_hd__edfxtp_1 (80%), sky130_fd_sc_hd__mux4_2 (11%), sky130_fd_sc_hd__mux4_1 (3.3%), sky130_fd_sc_hd__a22oi_1 (2.3%), sky130_fd_sc_hd__nand2_1 (0.62%)
[metrics] cell with the most instances after synthesis: sky130_fd_sc_hd__edfxtp_1
[metrics] internal cell power: about 6.5 mW
[metrics] chip area in the Yosys report: 10250 um^2
[metrics] critical path data required time: 3270 ps
[metrics] count of buffers from port buffering: 37
[metrics] number of failing setup endpoints in the final timing report: 0
[metrics] number of antenna violations at the first check in global routing: 0
[metrics] run status: finished, final reports clean
[metrics] Commonest flop: sky130_fd_sc_hd__edfxtp_1
[metrics] maximum number of pins on one net before global-route repair: 41
[metrics] worst slew pin tran: 782.7 ps
[metrics] total standard cell area after synthesis: 10250 um^2
-- through the flow --
step	setup slack (ps)	instances	hold slack [ps]	area (um^2)	power, mW
floorplan	223.5	435	698.9	10250	4.589
global placement	357.5	939	739.3	11460	4.790
CTS	864.4	990	759.7	12370	8.223
global route	751.9	990	794.6	12370	8.406
finish	871.1	990	755.0	12370	8.142
detailed placement	329.3	939	751.4	11460	4.802
-- final cells by class --
class | instances | share of cell area, %
inverter | 1 | 0.03034
sequential | 272 | 66.02
timing repair buffer | 79 | 6.088
clock inverter | 15 | 1.497
multi-input combinational | 139 | 15.93
tap | 448 | 4.531
clock buffer | 36 | 5.906
-- power groups by stage --
stage	sequential [mW]	combinational (mW)	clock (mW)
CTS	4.31	0.419	3.50
global route	4.31	0.447	3.65
finish	4.30	0.411	3.43
-- cells by family (layout without fill, tap and decap cells) --
logic type | count (synthesis) | after routing | share of synthesized area (%)
simple gates | 43 | 43 | 1.855
buf+inv | 24 | 131 | 1.599
compound gates | 32 | 32 | 2.343
mux | 64 | 64 | 14.54
flops | 272 | 272 | 79.67
-- worst max-delay path: stages --
cell and delay [ps]:
sky130_fd_sc_hd__buf_4 580, sky130_fd_sc_hd__buf_12 290, sky130_fd_sc_hd__mux4_1 570, sky130_fd_sc_hd__a22oi_1 230
sky130_fd_sc_hd__nand2_1 80
-- state kept, by name (all words and copies together), names as in the netlist --
name    flops
mem       256
r_data     16
-- metal layers --
layer	vias to the layer above	part of all wire, %	GRT usage, %
met5	-	0.18	1.374
met4	2	2.2	2.459
met3	39	16	9.808
met2	312	46	19.37
met1	2315	36	16.29
li1	2044	-	-
-- worst paths after layout --
path | slack (ps) | endpoint | cells past startpoint
worst max-delay path | 870 | r_data[7] | 5
worst min-delay path | 750 | r_data[6] | 3
worst max register to register | 1450 | r_data[10] | 3
worst min register to register | 750 | r_data[6] | 3
-- layout by cell type, fill, tap and decap left out, types with 8 or more instances in the layout --
cell type and instances:
sky130_fd_sc_hd__clkbuf_16 28, sky130_fd_sc_hd__nor2_2 12, sky130_fd_sc_hd__clkbuf_1 8, sky130_fd_sc_hd__mux4_1 13
sky130_fd_sc_hd__nand2_1 17, sky130_fd_sc_hd__edfxtp_1 272, sky130_fd_sc_hd__a22oi_1 32, sky130_fd_sc_hd__clkdlybuf4s50_1 35
sky130_fd_sc_hd__mux4_2 51, sky130_fd_sc_hd__buf_4 37
No activity file was given, so power comes from the tool's default toggle rates.
