$ cat run.sh
#!/bin/bash
# OpenROAD 26Q1-2900-gdf79404cd8, Yosys 0.63+post, stock flow scripts
make -C /OpenROAD-flow-scripts/flow DESIGN_CONFIG=/design/flow/config.mk WORK_HOME=/design/flow/orfs finish
$ cat config.mk
export PLATFORM = sky130hd
export DESIGN_NAME = sgn_adder
export DESIGN_NICKNAME = sgn_adder
export VERILOG_FILES = /design/flow/design.v
export SDC_FILE = /design/flow/constraint.sdc
export NUM_CORES = 4
export LEC_CHECK = 1
export CORE_AREA = 10 10 89 89
export DIE_AREA = 0 0 99 99
export SYNTH_HDL_FRONTEND = slang
$ cat constraint.sdc
current_design sgn_adder

set clk_period 7.5
set clk_io_pct 0.2

create_clock -name clk0 -period $clk_period

set non_clock_inputs [all_inputs -no_clocks]
set_input_delay [expr $clk_period * $clk_io_pct] -clock clk0 $non_clock_inputs
set_output_delay [expr $clk_period * $clk_io_pct] -clock clk0 [all_outputs]
$ cat design.v
module sgn_adder #(
    parameter int DATA_W = 16,
    parameter int IMM_W = 6,
    parameter bit SIGN_EXT_TYPE = 1'b0
) (
    input logic[1:0] ctrl,
    input logic[DATA_W-1:0] in_d1,
    input logic[DATA_W-1:0] in_d2,
    input logic[IMM_W-1:0] in_imm,
    output logic[DATA_W:0] out_d
    );
    logic[DATA_W:0] in_add1;
    logic[DATA_W:0] in_add2;
    localparam int DIFF_W = DATA_W - IMM_W + 1;
    typedef logic [DATA_W:0] data_t;
    if (SIGN_EXT_TYPE == 1'b0) begin: cast_add
        always_comb begin
            case(ctrl)
                2'b00: begin
                    in_add1 = $signed(in_d1);
                    in_add2 = $signed(in_d2);
                end
                2'b01: begin
                    in_add1 = $signed(in_d1);
                    in_add2 = $signed(data_t'($signed(in_imm)));
                end
                2'b10: begin
                    in_add1 = $signed(data_t'($signed(in_imm)));
                    in_add2 = $signed(in_d2);
                end
                default begin
                    in_add1 = 'x;
                    in_add2 = 'x;
                end
            endcase
        end
    end:cast_add
    else begin:conc_add
        always_comb begin
            case(ctrl)
                2'b00: begin
                    in_add1 = {in_d1[DATA_W-1], in_d1};
                    in_add2 = {in_d2[DATA_W-1], in_d2};
                end
                2'b01: begin
                    in_add1 = {in_d1[DATA_W-1], in_d1};
                    in_add2 = {{DIFF_W{in_imm[IMM_W-1]}}, in_imm};
                end
                2'b10: begin
                    in_add1 = {{DIFF_W{in_imm[IMM_W-1]}}, in_imm};
                    in_add2 = {in_d2[DATA_W-1], in_d2};
                end
                default begin
                    in_add1 = 'x;
                    in_add2 = 'x;
                end
            endcase     
        end
    end:conc_add
    assign out_d = in_add1 + in_add2;
endmodule
==> results.sh <==
# implementation run metrics
export IMPL_status="finished clean"
export IMPL_ir_drop_v=0.00003061
export IMPL_power_leakage_nw=0.8103
export IMPL_maxSlewViolCount=0
export IMPL_rsz0062_at_grt="false"
export IMPL_overflow=0
export IMPL_wl_per_cell_um=13.24
export IMPL_holdPathStages=4
export IMPL_critPathArrivalTime_ns=5.07
export IMPL_grt_pass1_vias=1349
export IMPL_initCoreUtil_pct=18.88
export IMPL_die_h_um=99
export IMPL_io_pins=57
export IMPL_syn_inst=168
export IMPL_fp_row_count=28
export IMPL_yosysUniqueCellTypes=38
export IMPL_cts_hold_buf=0
export IMPL_crit_top_cell="clkdlybuf4s50_1"
export IMPL_antenna_found_initial=0
export IMPL_regArea_sq_um=0
export IMPL_critPathSlowestCell="clkdlybuf4s50_1"
export IMPL_setup_ws_ns=0.9290
export IMPL_required_ns=6.00
export IMPL_drc=0
export IMPL_fin_setup_tns_ns=0
export IMPL_slowest_delay_ns=0.48
export IMPL_start_kind="input port"
export IMPL_critPathKind="input port to primary output"
export IMPL_syn_area_sq_um=1131
export IMPL_cts_resized=0
export IMPL_dr_first_iter_drc_count=67
export IMPL_avgSynthCellArea_sq_um=6.733
export IMPL_hold_viol=0
export IMPL_port_buffers=57
export IMPL_placed_area_sq_um=1772
export IMPL_vias_per_cell=4.389
export IMPL_gp_congestion=0.8619
export IMPL_grt_use_total_pct=7.774
export IMPL_path_cells="clkdlybuf4s50_1 -> buf_4 -> nand2b_1 -> mux2_2 -> ha_1 -> fa_1 -> a21o_1 -> a221oi_2 -> o21a_2 -> o211a_1 -> xnor2_1 -> clkdlybuf4s50_1"
export IMPL_hold_class="input port to primary output"
export IMPL_period_needed_ns=6.571
export IMPL_max_freq_mhz=152.2
export IMPL_totalWireLength_um=3878
export IMPL_p_per_area_nw_per_um2=107.9
export IMPL_cp_end_kind="primary output"
export IMPL_drive_gt1_share_pct=7.798
export IMPL_grt_pass1_wl_um=6513
export IMPL_relSlewSlack_pct=68.95
export IMPL_clkPwrFrac_pct=0
export IMPL_diodes=0
export IMPL_nClkBuffers=0
export IMPL_detail_route_antenna_nets=0
export IMPL_synth_seq_area_share_pct=0
export IMPL_num_vias=1286
export IMPL_chipArea_sq_um=9801
export IMPL_yosysChipArea_sq_um=1131
export IMPL_min_from="in_d2[0]"
export IMPL_core_area_sq_um=5991
export IMPL_mostFrequentLayoutCells="clkdlybuf4s50_1, nand2_1, inv_1"
export IMPL_die_x_um=99
export IMPL_p_int_w=0.0001152
export IMPL_p_sw_w=0.00007595
export IMPL_tightest_slew_ns=0.4636
export IMPL_yosysWarnings=0
export IMPL_path_max_fanout=19
export IMPL_log_warning_count=32
export IMPL_first_pass_iters=4
export IMPL_yosys_cells=168
export IMPL_dp_slack_ns=0.9175
export IMPL_maxCapViolCount=0
export IMPL_dpl_hpwl_um=3395
export IMPL_pwr_share_seq_pct=0
export IMPL_finalSetupViolations=0
export IMPL_grt_max_degree=20
export IMPL_postLayoutCellArea_sq_um=1772
export IMPL_fin_crit_sh_pct=87.61
export IMPL_pwr_share_comb_pct=100.0
export IMPL_area_growth_pct=56.64
export IMPL_worstHoldEndpoint="out_d[0]"
export IMPL_cts_setup_buffers=0
export IMPL_swShare_pct=39.72
export IMPL_fin_util_pct=29.57
export IMPL_flops=0
export IMPL_lay_top_count="clkdlybuf4s50_1"
export IMPL_total_power_w=0.0001912
-- worst max-delay path, delay by kind of cell --
| family | cells | cell delay (ns) |
|---|---|---|
| adders and majority gates | 2 | 0.64 |
| and+or+nand+nor | 1 | 0.27 |
| buffers and inverters | 3 | 1.16 |
| AOI/OAI and AO/OA | 4 | 0.99 |
| muxes | 1 | 0.37 |
| xor gates and xnor gates | 1 | 0.11 |
-- final cells by class --
class | instances | area (sq um)
multi-input combinational | 141 | 1025
fill | 640 | 4219
inverter | 18 | 67.56
timing repair buffer | 59 | 585.6
tap | 75 | 93.84
-- cell families after synthesis --
kind of cell | after synthesis | synth area share [%]
muxes | 10 | 9.956
xor gates and xnor gates | 13 | 10.07
and+or+nand+nor | 48 | 19.03
buffers and inverters | 27 | 9.402
AOI/OAI and AO/OA | 53 | 32.08
adders and majority gates | 17 | 19.47
-- stage by stage --
stage               std cells  hold WS, ns
floorplan                 168        3.203
global placement          293        4.197
detailed placement        293        4.185
CTS                       293        4.185
global route              293        4.223
finish                    293        4.169
-- power by group through the flow --
stage | combinational, W | sequential [W] | clock, W
global route | 0.000215 | 0 | 0
finish | 0.000191 | 0 | 0
CTS | 0.000196 | 0 | 0
-- layer usage --
layer  GRT usage (%)  part of all wire (%)  wire length, um
met1           10.00                    46             1765
met2           13.98                    49             1916
met3           1.268                   5.1              196
met4               0                     0                0
met5               0                     0                0
-- cell usage after synthesis, types with 4 or more instances --
cell type	count	area, sq um
buf_2	4	20.02
o21ai_0	13	65.06
xor2_1	7	61.31
xnor2_1	6	52.55
clkbuf_1	5	18.77
nand2_1	28	105.1
inv_1	18	67.56
a21o_1	6	45.04
mux2_2	10	112.6
ha_1	16	200.2
o211ai_1	4	30.03
nand3_1	5	25.02
nor2_1	5	18.77
a21oi_1	11	55.05
-- worst max-delay path by stage --
stage	from	to	slack, ns	cells past startpoint
4_1_cts	ctrl[0]	out_d[14]	0.91	12
5_1_grt	ctrl[0]	out_d[14]	0.69	12
6_report	ctrl[0]	out_d[14]	0.93	12
No activity file was given, so power comes from the tool's default toggle rates.
